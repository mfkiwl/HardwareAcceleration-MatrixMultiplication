==> /design/flow/design.v <==
module hex7seg (hex, display);
input [3:0] hex;
output [0:6] display;
reg [0:6] display;
always @ (hex)
	case (hex)
		4'h0: display = 7'b0000001;
		4'h1: display = 7'b1001111;
		4'h2: display = 7'b0010010;
		4'h3: display = 7'b0000110;
		4'h4: display = 7'b1001100;
		4'h5: display = 7'b0100100;
		4'h6: display = 7'b0100000;
		4'h7: display = 7'b0001111;
		4'h8: display = 7'b0000000;
		4'h9: display = 7'b0001100;
		4'hA: display = 7'b0001000;
		4'hb: display = 7'b1100000;
		4'hC: display = 7'b0110001;
		4'hd: display = 7'b1000010;
		4'hE: display = 7'b0110000;
		4'hF: display = 7'b0111000;
endcase
endmodule
==> /design/flow/run.sh <==
#!/bin/bash
# OpenROAD 26Q1-2900-gdf79404cd8, Yosys 0.63+post, stock flow scripts
make -C /OpenROAD-flow-scripts/flow DESIGN_CONFIG=/design/flow/config.mk WORK_HOME=/design/flow/orfs finish
==> /design/flow/config.mk <==
export PLATFORM = sky130hd
export DESIGN_NAME = hex7seg
export DESIGN_NICKNAME = hex7seg
export VERILOG_FILES = /design/flow/design.v
export SDC_FILE = /design/flow/constraint.sdc
export NUM_CORES = 4
export LEC_CHECK = 1
export CORE_AREA = 10 10 70 70
export DIE_AREA = 0 0 80 80
==> /design/flow/constraint.sdc <==
current_design hex7seg

set clk_period 1.0
set clk_io_pct 0.2

create_clock -name clk0 -period $clk_period

set non_clock_inputs [all_inputs -no_clocks]
set_input_delay [expr $clk_period * $clk_io_pct] -clock clk0 $non_clock_inputs
set_output_delay [expr $clk_period * $clk_io_pct] -clock clk0 [all_outputs]
==> qor.yml <==
logic_synthesis:
  netlist.top_cell.by_area: "ha_1"
  synth.distinct_cells: 19
  syn-cell-area_um2: 265
  synthCells: 38
  post_synth.cell_area_avg_um2: 6.98
  yosys-stat-area_um2: 265
  synth.yosys.num_cells: 38
  top_cells_by_count: "ha_1 (6), nor2_1 (6), o21ai_1 (4), a21oi_1 (3), nand3_1 (3)"
  yosysWarnings: 1
  synth_top_area_share: 0.283
  area_leaders: "ha_1 (28%), nor2_1 (8.5%), o21ai_1 (7.5%)"
  synth_seq_share: 0
placement:
  detailed_place_hpwl_um: 749
  port_buffers: 11
  post_dp_cell_area_um2: 548
  globalplace.congestion: 0.746
sta:
  timing.max_slew.rel_slack: 0.855
  setup-violations-final: 7
  setup_slack_ps: -292
  timing.final.hold_violations: 0
  slew_viol_final: 0
  period_minus_slack_ps: 1290
  final_min_period_over_clock_period: 1.29
  tightestPinTransition_ps: 217
  rsz0062_at_grt: "yes"
  finalHoldWorstSlack_ps: 857
  achievable-frequency_ghz: 0.774
  tns_ps: -1530
setup_path:
  highest_fanout_seen_on_the_critical_path: 3
  critical_path_rt_ps: 800
  critical_path.max_stage_delay_ps: 340
  worst_path_max_delay_cell: "or3b_1"
  worstSetupPathDepth: 7
  worstPathArrival_ps: 1090
  critical_path.top_delay_family: "simple AND/OR/NAND/NOR gates"
  timing_worst_setup_path_type: "in2out"
  critical_path.endpoint_type: "output port"
  worst_setup_path_start_kind: "input port"
  cp.buffers_inverters: 3
  cp_cell_sequence: "buf_8 -> buf_6 -> ha_4 -> nor2b_2 -> or3b_1 -> o31ai_1 -> buf_2"
layout:
  clock_buffers: 0
  layout.cell_area.non_filler_um2: 646
  flops: 0
  area_grow_syn2layout_pct: 143
  seqCellArea_um2: 0
  post_route_cells_drive_above_1_share: 0.778
  fillCellCount: 372
  logic_area_um2: 343
hold_path:
  holdPathStages: 5
  min_path_type: "in2out"
  hold_start: "hex[2]"
  hold_path_end: "display[0]"
floorplanning:
  vertical_die_dimension_um: 80
  floorplan_core_area_um2: 3420
  rows: 21
  dieWidth_um: 80
  chipArea_um2: 6400
  io_pins: 11
  core_utilization_at_floorplan: 0.0777
global_routing:
  grt_antenna_before_repair: 0
  gr-usage-all-layers: 0.0289
  grt_pass1_vias: 346
  global_route_wire_length_before_repair_um: 1570
  grt_max_degree: 8
  global_route.overflow_total: 0
routing:
  first_pass_iters: 4
  route.detailed.wl_per_inst_um: 8.96
  route.antenna.diode_count: 0
  postRouteAntennaNets: 0
  vias_per_cell: 3.20
  detail_route.drc_violations: 0
  drtIter0Drc: 3
  route.final.wire_length_um: 977
  route.vias.total: 349
power_and_ir_drop:
  power.share.switching: 0.429
  p_sw_w: 0.000108
  clockPowerShare: 0
  peakVddDrop_mv: 0.205
  p_int_w: 0.000144
  total_power_w: 0.000252
  cellLeakagePower_nw: 0.273
  p_per_area_nw_per_um2: 391
  combinationalPowerShare: 1.000
  power_frac_seq: 0
job:
  cap_violations: 0
  tool_warnings: 39
status:
  run_status: "finished, violations left"
  violations: "setup timing"
cts:
  cts-hold-fix-buffers: 0
[worst max-delay path by stage]
stage,start,endpoint,slack [ps]
after CTS,hex[0],display[0],-310
after global routing,hex[0],display[0],-330
final,hex[0],display[0],-290
[per-layer routing]
| metal | part of all wire | vias to the layer above | GRT usage |
|---|---|---|---|
| li1 | - | 185 | - |
| met5 | 0 | - | 0 |
| met1 | 0.43 | 160 | 0.0336 |
| met4 | 0 | 0 | 0 |
| met3 | 0.016 | 0 | 0.00114 |
| met2 | 0.56 | 4 | 0.0586 |
[cell type report]
cell class	count	area share
Timing Repair Buffer	27	0.351
Inverter	3	0.0291
Multi-Input combinational cell	33	0.531
Tap cell	46	0.0891
[power groups by stage]
stage | Sequential [W] | Combinational [W] | Clock (W)
CTS | 0 | 0.000240 | 0
global route | 0 | 0.000274 | 0
finish | 0 | 0.000252 | 0
[layout by cell type (no fill, tap or decap), types with 2 or more instances in the layout]
master	synthesis	layout
nand3_1	3	3
mux2_4	1	2
o21ai_2	0	4
buf_4	1	10
ha_4	0	4
clkbuf_2	0	2
a21oi_2	0	2
buf_2	1	5
buf_6	0	8
nor2_1	6	5
[logic make-up (layout without fill, tap and decap cells)]
group / count (synthesis) / after routing / share of synthesized area
AOI/OAI and AO/OA: 12 / 12 / 0.302
adders and majority gates: 6 / 6 / 0.283
buffers and inverters: 5 / 30 / 0.0896
muxes: 2 / 2 / 0.0990
and+or+nand+nor: 13 / 13 / 0.226
[repair_timing]
action / 4_1_cts / 5_1_grt
gates resized: 60 / 10
setup buffers: 3 / 0
endpoints found under the setup margin: 7 / 7
endpoints found under the hold margin: 0 / 0
pin swaps: 11 / 6
[per-stage QoR]
| step | utilization | instances | worst slack [ps] |
|---|---|---|---|
| floorplan | - | 38 | 8.53 |
| global placement | 0.160 | 106 | -1220 |
| detailed placement | 0.160 | 106 | -1220 |
| CTS | 0.184 | 109 | -312 |
| global route | 0.189 | 109 | -329 |
| finish | 0.189 | 109 | -292 |
