--- config.mk ---
export PLATFORM = sky130hd
export DESIGN_NAME = Matrix_avalon_interface
export DESIGN_NICKNAME = Matrix_avalon_interface
export VERILOG_FILES = /design/flow/design.v
export SDC_FILE = /design/flow/constraint.sdc
export NUM_CORES = 4
export LEC_CHECK = 1
export CORE_UTILIZATION = 30
--- constraint.sdc ---
current_design Matrix_avalon_interface

set clk_period 6.1
set clk_io_pct 0.2

create_clock -name clk0 -period $clk_period [get_ports {clk}]

set non_clock_inputs [all_inputs -no_clocks]
set_input_delay [expr $clk_period * $clk_io_pct] -clock clk0 $non_clock_inputs
set_output_delay [expr $clk_period * $clk_io_pct] -clock clk0 [all_outputs]
--- design.v ---
module Matrix(clk, rst, a11, a12, a21, a22, b11, b12, b21, b22, c11, c12, c21, c22);
input clk, rst;
input [15:0] a11, a12, a21, a22, b11, b12, b21, b22;  
output reg [31:0] c11, c12, c21, c22;  
reg [1:0] current_state, next_state;  
parameter [1:0] IDLE     = 2'b00;
parameter [1:0] MULTIPLY = 2'b01;
parameter [1:0] DONE     = 2'b10;
parameter [1:0] DEFAULT  = 2'b11;
always_ff @ (posedge clk or negedge rst)  
begin
	if (!rst)                              
		current_state <= IDLE;
	else
		current_state <= next_state;   
end
always_comb
begin
	next_state = 2'b00;
		case (current_state)
			IDLE 		: if ( b22 == 0) next_state = IDLE;  
						  else next_state = MULTIPLY;        
			MULTIPLY : next_state = DONE;
			DONE		: next_state = IDLE;
			DEFAULT  : next_state = IDLE;
		endcase
end
always_ff @(posedge clk)
begin
if(!rst) begin
c11 <= 0;
c12 <= 0;
c21 <= 0;
c22 <= 0;
end
else begin
c11 <= 0;
c12 <= 0;
c21 <= 0;
c22 <= 0;
	case (next_state)
		MULTIPLY : 
		begin
		c11 <= (a11*b11)+(a12*b21);  
		c12 <= (a11*b12)+(a12*b22);
		c21 <= (a21*b11)+(a22*b21);
		c22 <= (a21*b12)+(a22*b22);
		end
	endcase
end
end
endmodule
module Matrix_avalon_interface(clk, rst_n, 
	user_dataout_0,
	user_dataout_1,
	user_dataout_2,
	user_dataout_3,
	user_dataout_4,
	user_dataout_5,
	user_dataout_6,
	user_dataout_7,
	user_datain_0,
	user_datain_1,
	user_datain_2,
	user_datain_3,
	user_chipselect,
	user_byteenable,
	user_read,
	user_write);
input clk, rst_n, user_read, user_write;
input [31:0] user_dataout_0;
input [31:0] user_dataout_1;
input [31:0] user_dataout_2;
input [31:0] user_dataout_3;
input [31:0] user_dataout_4;
input [31:0] user_dataout_5;
input [31:0] user_dataout_6;
input [31:0] user_dataout_7;
output [31:0] user_datain_0;
output [31:0] user_datain_1;
output [31:0] user_datain_2;
output [31:0] user_datain_3;
input [15:0] user_chipselect;
input [3:0] user_byteenable;
wire [31:0] to_reg [0:7];
wire [31:0] from_reg [0:3];
assign to_reg[0] = (user_chipselect[0] & user_read) ? user_dataout_0 : 0;
assign to_reg[1] = (user_chipselect[1] & user_read) ? user_dataout_1 : 0;
assign to_reg[2] = (user_chipselect[2] & user_read) ? user_dataout_2 : 0;
assign to_reg[3] = (user_chipselect[3] & user_read) ? user_dataout_3 : 0;
assign to_reg[4] = (user_chipselect[4] & user_read) ? user_dataout_4 : 0;
assign to_reg[5] = (user_chipselect[5] & user_read) ? user_dataout_5 : 0;
assign to_reg[6] = (user_chipselect[6] & user_read) ? user_dataout_6 : 0;
assign to_reg[7] = (user_chipselect[7] & user_read) ? user_dataout_7 : 0;
Matrix U1 ( .clk(clk), .rst(rst_n), .a11(to_reg[0]), .a12(to_reg[1]), .a21(to_reg[2]),
 .a22(to_reg[3]), .b11(to_reg[4]), .b12(to_reg[5]), .b21(to_reg[6]), .b22(to_reg[7]),
.c11(from_reg[0]), .c12(from_reg[1]), .c21(from_reg[2]), .c22(from_reg[3]) ) ;
assign user_datain_0 = (user_chipselect[8] & user_write & user_byteenable [1]) ? from_reg[0] : 0;
assign user_datain_1 = (user_chipselect[9] & user_write & user_byteenable [1]) ? from_reg[1] : 0;
assign user_datain_2 = (user_chipselect[10] & user_write & user_byteenable [1]) ? from_reg[2] : 0;
assign user_datain_3 = (user_chipselect[11] & user_write & user_byteenable [1]) ? from_reg[3] : 0;
endmodule
--- run.sh ---
#!/bin/bash
# OpenROAD 26Q1-2900-gdf79404cd8, Yosys 0.63+post, stock flow scripts
make -C /OpenROAD-flow-scripts/flow DESIGN_CONFIG=/design/flow/config.mk WORK_HOME=/design/flow/orfs finish
==> summary.txt <==
Results of the flow run.

The yosys stat cell total stands at 8375. The worst setup path is captured at a register. The number of slew-limit violations in the final report stands at 0.

In this run the remaining antenna-violating nets after routing total 0. Once layout is complete, the cells apart from fillers number 12980. For the final routed database, the setup TNS stands at -142.85 ns.

The critical path's largest stage delay stands at 0.63 ns. Summing the sequential cell areas from Yosys gives 3.674% of the chip area. The post-place instance area stands at 89790 um^2. The checks that failed: setup timing. At the later pin of the worst-skew pair, clock insertion delay measures 0.58 ns. The number of global-route vias before repair was 66230.

Leaving out fill and tap cells, the most frequent cells in the layout are sky130_fd_sc_hd__inv_1, sky130_fd_sc_hd__fa_1, sky130_fd_sc_hd__nor2_1. The hold buffer count at CTS stands at 0. The worst relative slew slack stands at 53.01%. The cell area after technology mapping stands at 71830 um^2. The total routed wirelength stands at 287400 um.

By startpoint and endpoint, the worst setup path is classified as in2reg. The critical path endpoint has a required time of 6.59 ns. The core utilization before placement stands at 30.20%. The synthesis report gives the async set-or-reset register share as 2.290%. In this run the vertical extent of the chip is 491.3 um. The area figure in the yosys stat output stands at 71830 um^2. For reference, the final report shows the hold violation count at 0.

In the finished design, the share of the clock period the worst path needs comes to 131.8%. Summing over the stages, the warning tally comes to 163. According to the report, the first pass of detailed routing completed in 24 iterations. In this run the deepest clock path goes through 2 buffers. STA classifies the critical path startpoint as a primary input. For the final database, setup skew stands at 0.01179 ns. The gate-level netlist out of Yosys references 65 unique cell types.

Counting the warning lines in the Yosys log gives 2. The flow ran to the end, but the final reports show violations. The first global-routing pass estimated 426700 um of wire. The report lists the number of standard-cell rows as 179.

The boundary pin count stands at 408. The maximum vdd drop stands at 0.2286 mV. The number of buffers added by the clock tree synthesis step stands at 17. Summed over its instances, the top area cell type makes up 49.72% of the synthesized netlist area. The synthesis report lists the most area-consuming cells as sky130_fd_sc_hd__fa_1, sky130_fd_sc_hd__ha_1, sky130_fd_sc_hd__inv_1. Compared with the post-synthesis result, the final layout area differs by 34.64%. The most common logic cell in the final layout is sky130_fd_sc_hd__inv_1.

The first-iteration detailed-routing DRC count stands at 2680. Input and output buffers added on the ports amount to 272. The number of inserted filler cells in the final layout stands at 22960. The total congestion overflow after global routing stands at 0. After synthesis, the mean cell area works out to 8.576 um^2. Per the OpenROAD power report, leakage power amounts to 49.05 nW. In the synthesized netlist the dominant register cell turns out to be sky130_fd_sc_hd__dfxtp_1. The clock transition at the registers of the reported paths stands at 0.07 ns. The post-route standard cell area excluding fillers stands at 96710 um^2. The total area inside the core boundary comes to 237900 um^2. The slowest stage of the critical path belongs to the cell sky130_fd_sc_hd__fa_2. The reported max-cap violation count stands at 0. The total die size stands at 241400 um^2. The final critical delay including setup and external delays stands at 8.040 ns. The total routing resource utilization after global routing stands at 25.76%.

The final hold slack stands at 0.4222 ns. The horizontal die size stands at 491.3 um. The TritonCTS sink count stands at 131. Note, the detailed placer reported a final HPWL of 254300 um. For this design the ratio of total power to cell area is 70.57 nW/um^2. The gate count of the mapped netlist stands at 8375.

The pin count of the biggest net entering global routing stands at 57. The tree is rooted in a sky130_fd_sc_hd__clkbuf_16. The data arrival time of the worst path stands at 8.53 ns. The H-tree depth stands at 4. The number of DRC violations after detailed routing stands at 0. The last weighted congestion value of the routability-driven placer stands at 1.040. The fmax stands at 124.4 MHz. The largest total area in the synthesized netlist belongs to sky130_fd_sc_hd__fa_1.

Prior to clock tree synthesis, the placed netlist has a worst setup slack of -3.031 ns. The area occupied by multi-input gates stands at 64090 um^2. The final timing report gives a worst setup slack of -1.940 ns.

Among the stages of the critical path, the cell type that occurs most often is sky130_fd_sc_hd__fa_1. From the final report, the count of setup violators was given as 103. Setup repair after global routing could not meet its margin everywhere.

The via total after detailed routing stands at 59540. The layout report lists the combined flip-flop and latch area as 2639 um^2. The vias per cell stands at 4.588. The post-route netlist has 24.05% of its cells at a drive strength greater than 1.

The number of storage elements in the synthesis netlist stands at 131. Counting flops with a built-in enable in the synthesized netlist gives 0. The critical path maximum fanout is 8. The number of antenna violations at the first check in global routing stands at 23. The post-placement cell count stands at 12690.

In the final routed layout, each cell accounts on average for 22.15 um. TritonCTS built the clock tree. The min-delay analysis places its worst path in the category reg2reg.

At the pin with the least slew margin, the transition time is 0.6998 ns.
==> final cells by class <==
cell class	instances	share of cell area, %
inverter	2027	7.868
antenna	18	0.04658
sequential	131	2.729
clock inverter	12	0.1113
timing repair buffer	1831	18.40
clock buffer	20	0.4722
multi-input combinational	5771	66.27
tap	3167	4.098
==> timing repair <==
action                     4_1_cts  5_1_grt
resized                        889      297
setup endpoints to repair      106      104
cloned                           7        5
setup buffers                  179       65
pin swaps                      423      269
==> registers in the layout, summed over array words and instances (netlist names) <==
register and flops:
U1.c11 32, U1.c12 32, U1.c21 32, U1.c22 32, U1.current_state 3
==> stage by stage <==
stage | util [%] | total power (W)
finish | 40.66 | 0.006825
global route | 40.66 | 0.007348
CTS | 39.93 | 0.006733
detailed placement | 37.75 | 0.004992
global placement | 37.75 | 0.005014
floorplan | - | 0.003059
==> layer usage <==
metal / vias to the layer above / global-route usage, % / part of all wire, %
met1: 29930 / 31.72 / 37
met3: 450 / 11.11 / 10
met4: 15 / 12.25 / 6.2
li1: 27050 / - / -
met2: 2085 / 39.37 / 47
met5: - / 0.8929 / 0.12
==> Yosys cell counts (16+ instances only) <==
library cell / n
sky130_fd_sc_hd__nand3_1: 27
sky130_fd_sc_hd__a21oi_1: 102
sky130_fd_sc_hd__ha_1: 768
sky130_fd_sc_hd__nor2_1: 1360
sky130_fd_sc_hd__and3_1: 135
sky130_fd_sc_hd__xnor2_1: 79
sky130_fd_sc_hd__o21ai_0: 46
sky130_fd_sc_hd__fa_1: 1784
sky130_fd_sc_hd__and2_1: 156
sky130_fd_sc_hd__nand2_1: 1017
sky130_fd_sc_hd__a31oi_1: 19
sky130_fd_sc_hd__a21o_1: 58
sky130_fd_sc_hd__buf_1: 36
sky130_fd_sc_hd__inv_1: 2027
sky130_fd_sc_hd__dfxtp_1: 128
sky130_fd_sc_hd__clkbuf_1: 412
sky130_fd_sc_hd__nor2b_1: 16
sky130_fd_sc_hd__xor2_1: 43
==> logic make-up (layout without fill, tap and decap cells) <==
group / count (synthesis) / after routing / synth area share [%]
AND-OR/OR-AND: 322 / 322 / 2.981
XOR/XNOR: 122 / 122 / 1.488
adder cells (fa/ha/maj): 2552 / 2552 / 63.10
buffers and inverters: 2479 / 3890 / 12.96
flip-flops: 131 / 131 / 3.674
other: 0 / 18 / 0
AND/OR/NAND/NOR: 2769 / 2775 / 15.79
==> path summary, 6_finish.rpt <==
path	start	end	slack [ns]	cells past startpoint
max in group asynchronous	rst_n	U1.current_state[0]	5.01	1
worst min-delay path	U1.current_state[2]	U1.current_state[1]	0.42	0
worst max-delay path	user_read	U1.c21[31]	-1.94	26
worst max register to register	U1.current_state[0]	U1.c21[31]	4.11	6
worst min register to register	U1.current_state[2]	U1.current_state[1]	0.42	0
min in group asynchronous	rst_n	U1.current_state[2]	0.85	1
==> power breakdown <==
part	leakage [nW]	internal [W]	switching (W)
sequential	1.07	0.000855	0
combinational	47.7	0.00221	0.00263
clock	0.272	0.000579	0.000552
==> critical path: cells and delay by family <==
family / cells / cell delay, ns
adder cells (fa/ha/maj): 9 / 4.48
AND-OR/OR-AND: 7 / 1.40
AND/OR/NAND/NOR: 5 / 0.83
buffers and inverters: 5 / 0.54
Power is estimated from default activity; no workload was simulated.
